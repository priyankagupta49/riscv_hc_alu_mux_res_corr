==> /design/flow/design.v <==
module BIST_MISR(
    input clk, rst,
    input test_en,
    input test_done,
    input [31:0] primary_res,   
    input primary_carry,        
    output reg fault_detected,   
    output reg mux_sel          
);
    reg [31:0] signature;
    parameter GOLDEN_SIGNATURE = 32'h81c6f051;
    always @(posedge clk) begin
        if (rst == 1'b0) begin
            signature <= 32'hACE1;  
            fault_detected <= 1'b0;
            mux_sel <= 1'b0;
        end else if (test_en) begin
            signature <= {signature[30:0], signature[31] ^ signature[21] ^ signature[1] ^ signature[0]} 
                         ^ primary_res 
                         ^ {31'b0, primary_carry};
        end
    if (test_done) begin
        if (signature != GOLDEN_SIGNATURE) begin
            fault_detected <= 1'b1;
            mux_sel <= 1'b1;
        end else begin
            fault_detected <= 1'b0;
            mux_sel <= 1'b0;
        end
    end
    else if (fault_detected) begin
        fault_detected <= 1'b1;
        mux_sel <= 1'b1;
    end
    end
endmodule
==> /design/flow/run.sh <==
#!/bin/bash
# OpenROAD 26Q1-2900-gdf79404cd8, Yosys 0.63+post, stock flow scripts
make -C /OpenROAD-flow-scripts/flow DESIGN_CONFIG=/design/flow/config.mk WORK_HOME=/design/flow/orfs finish
==> /design/flow/config.mk <==
export PLATFORM = sky130hd
export DESIGN_NAME = BIST_MISR
export DESIGN_NICKNAME = BIST_MISR
export VERILOG_FILES = /design/flow/design.v
export SDC_FILE = /design/flow/constraint.sdc
export NUM_CORES = 4
export LEC_CHECK = 1
export CORE_AREA = 10 10 104 104
export DIE_AREA = 0 0 114 114
==> /design/flow/constraint.sdc <==
current_design BIST_MISR

set clk_period 1.6
set clk_io_pct 0.2

create_clock -name clk0 -period $clk_period [get_ports {clk}]

set non_clock_inputs [all_inputs -no_clocks]
set_input_delay [expr $clk_period * $clk_io_pct] -clock clk0 $non_clock_inputs
set_output_delay [expr $clk_period * $clk_io_pct] -clock clk0 [all_outputs]
==> out/results.ini <==
[grt]
grt_pass1_vias=1266
grt_antenna_before_repair=0
grt-ovfl-total=0
grt_use_total=0.0590
grt_max_degree=34
grt_pass1_wl_mm=6.31

[floorplan]
core_mm2=0.00868
fp_util=0.182
dieArea_mm2=0.0130
rows=34
die_y_um=114
fp.dieW_um=114
io-pin-count=39

[route]
routed-via-count=1258
first_pass_iters=4
ant_nets=0
drc_errors=0
drt-initial-drc-count=61
post_drt_wl_per_cell_um=12.3
n_antenna_cell=0
drt_wl_total_mm=3.89
viasPerCell=3.97

[job]
drv_cap=0
warning_count=25

[final_layout]
drive_gt1_frac=0.110
utilization=0.263
regArea_um2=692
layout_top_cells=clkdlybuf4s50_1, dfxtp_1, nand2_1, xnor2_1, o211a_1
fin_area_mm2=0.00229
layout_top_cell=clkdlybuf4s50_1
logic_area_um2=885
syn_to_final_growth_pct=45.0
final_cells=317
fillers=920

[clocking]
cts_num_sinks=34
cts_buffers=5
cts_root_buffer=clkbuf_8
path_clk_slew_ns=0.07
clk_latency_ns=0.29
cts_hold_buffers=0
cts_buffer_depth=2
cts_tree=yes
h-tree-depth=2

[yosys]
ys_cells=163
top_cell_area_share=0.419
synthCells=163
ys_seq_frac=0.438
ys_sh_xor=0.198
synth_chip_area_mm2=0.00158
ys_top_cells_by_area=dfxtp_1, o211a_1, xnor2_1
avgSynthCellArea_um2=9.67
yosys.area_share.simple=0.152
syn-cell-area_mm2=0.00158
yosysWarnings=1
aoi_share=0.185
top_logic_kind=XOR/XNOR gates
synth_cell_types=22
top_area_cell=dfxtp_1
mux_share=0
adder_share=0
numSynthFlops=34

[timing]
clock_skew_ns=0.00557
post-route-min-period_ns=1.48
max-slew-margin-rel=0.822
clock.fmax_mhz=677
finalHoldViolCount=0
hold_ws_ns=0.393
fin_ws_ns=0.123
setup_violations=0
worst_pin_slew_ns=0.266
slew_violations=0
finalSetupTns_ns=0
finalClockPeriodUsage=0.923

[setup_path]
max_stage_delay_ns=0.35
reg2reg_depth=4
path_cells=nor4_4 -> nand3b_1 -> nor4_2 -> a41oi_1
cp.arrival_ns=1.50
end_kind=flop
critPathKind=flop to flop
r2r_setup_slack_ns=0.12
regToRegStartpoint=signature[30]
crit_required_ns=1.62
startpoint_type=flop
r2r_end=mux_sel
cp_max_fo=3
cp_slowest_cell=dfxtp_2

[placement]
place_ws_ns=-0.331
io_buffer_count=38
dp.cells=309
placement.cell_area_mm2=0.00213
dp_hpwl_mm=2.96
globalplace.congestion=0.795

[power_and_ir_drop]
power.density_mw_per_mm2=943
power_mw=2.16
p_leak_nw=1.02
peakVddDrop_mv=0.456

[hold_path]
hold_class=input port to flop
min_to=mux_sel
holdPathStages=3
hold_path.startpoint=test_done

[run_status]
status=finished, final reports clean

worst max path at each step:
| stage | from | end | slack (ns) | cells after the start |
|---|---|---|---|---|
| 4_1_cts | signature[7] | mux_sel | 0.002 | 3 |
| 5_1_grt | signature[28] | mux_sel | -0.008 | 4 |
| 6_report | signature[30] | mux_sel | 0.12 | 4 |
Yosys cell counts:
library cell and number:
a41oi_1 1, and4b_1 2, buf_2 2, clkbuf_1 7, dfxtp_1 33, edfxtp_1 1
inv_1 2, nand2_1 26, nand3b_1 2, nand4_1 1, nand4b_1 1, nor2_1 13
nor3_1 1, nor4_1 2, nor4b_1 2, o211a_1 24, o211ai_1 1, o21ai_0 7
or4_1 1, xnor2_1 26, xnor3_1 1, xor2_1 7
critical path, delay by kind of cell, from the launching register on:
family,cells,cell delay [ns]
simple gates,3,0.71
flops,1,0.35
compound gates,1,0.15
final cells by class:
| cell class | count | area share |
|---|---|---|
| clock buffers | 5 | 0.0301 |
| clock inverters | 3 | 0.0175 |
| inverters | 2 | 0.00328 |
| multi-input cells | 118 | 0.387 |
| well taps | 108 | 0.0591 |
| repair buffers | 47 | 0.200 |
| flip-flops and latches | 34 | 0.303 |
layer usage:
layer  global-route usage  part of all wire  vias up
met5                    0                 0        -
met1               0.0737              0.46      577
met3               0.0239             0.066        7
li1                     -                 -      652
met2               0.0961              0.46       22
met4              0.00835             0.015        0
sequential cells by signal (all words and copies together), names as in the netlist:
signal	cells
signature	32
fault_detected	1
mux_sel	1
what timing repair did:
item / 4_1_cts / 5_1_grt
buffers inserted: 0 / 0
resized: 1 / 7
pin swaps: 1 / 5
setup endpoints to repair: 1 / 1
cells by family (layout without fill, tap and decap cells):
group / count (synthesis) / in the layout
AND-OR/OR-AND: 33 / 33
AND/OR/NAND/NOR: 51 / 51
flip-flops: 34 / 34
XOR/XNOR: 34 / 34
buffers and inverters: 11 / 57
report_power, final:
group	switching (mW)	total, mW	leakage [nW]	internal [mW]
sequential	0.0707	0.993	0.282	0.922
clock	0.314	0.772	0.0579	0.458
combinational	0.144	0.392	0.678	0.248
Power is estimated from default activity; no workload was simulated.
